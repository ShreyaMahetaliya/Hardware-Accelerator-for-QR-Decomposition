===== ./config.mk =====
export PLATFORM = sky130hd
export DESIGN_NAME = modified_fifo
export DESIGN_NICKNAME = modified_fifo
export VERILOG_FILES = /design/flow/design.v
export SDC_FILE = /design/flow/constraint.sdc
export NUM_CORES = 4
export LEC_CHECK = 1
export CORE_UTILIZATION = 40

===== ./constraint.sdc =====
current_design modified_fifo

set clk_period 5.8
set clk_io_pct 0.2

create_clock -name clk0 -period $clk_period [get_ports {clk}]

set non_clock_inputs [all_inputs -no_clocks]
set_input_delay [expr $clk_period * $clk_io_pct] -clock clk0 $non_clock_inputs
set_output_delay [expr $clk_period * $clk_io_pct] -clock clk0 [all_outputs]

===== ./design.v =====
module fifo #(parameter DATA_WIDTH=32, ADDR_WIDTH=2, VECTOR_LEN=1)
            (clk, reset, rd, wr, empty, full, w_data, r_data);
	input  logic clk, reset, rd, wr;
	output logic empty, full;
	input  logic [DATA_WIDTH-1:0] w_data;
	output logic [DATA_WIDTH-1:0] r_data;
	logic [ADDR_WIDTH-1:0] w_addr, r_addr;
	logic w_en;
	assign w_en = wr & (~full | rd);
	fifo_ctrl #(ADDR_WIDTH, VECTOR_LEN) c_unit (.*);
	reg_file #(DATA_WIDTH, ADDR_WIDTH) r_unit (.*);
endmodule   
module fifo_ctrl #(parameter ADDR_WIDTH=4, VECTOR_LEN=1)
                 (clk, reset, rd, wr, empty, full, w_addr, r_addr);
	input  logic clk, reset, rd, wr;
	output logic empty, full;
	output logic [ADDR_WIDTH-1:0] w_addr, r_addr;
	logic [ADDR_WIDTH-1:0] rd_ptr, rd_ptr_next;
	logic [ADDR_WIDTH-1:0] wr_ptr, wr_ptr_next;
	logic empty_next, full_next;
	logic vector_increment = VECTOR_LEN;
	assign w_addr = wr_ptr;
	assign r_addr = rd_ptr;
	always_ff @(posedge clk) begin
		if (reset)
			begin
				wr_ptr <= 0;
				rd_ptr <= 0;
				full   <= 0;
				empty  <= 1;
			end
		else
			begin
				wr_ptr <= wr_ptr_next;
				rd_ptr <= rd_ptr_next;
				full   <= full_next;
				empty  <= empty_next;
			end
	end   
	always_comb begin
		rd_ptr_next = rd_ptr;
		wr_ptr_next = wr_ptr;
		empty_next = empty;
		full_next = full;
		case ({rd, wr})
			2'b11:   
				begin
					rd_ptr_next = rd_ptr + 1'b1;
					wr_ptr_next = wr_ptr + 1'b1;
				end
			2'b10:   
				if (~empty)
					begin
						rd_ptr_next = rd_ptr + 1'b1;
						if (rd_ptr_next == wr_ptr)
							empty_next = 1;
						full_next = 0;
					end
			2'b01:   
				if (~full)
					begin
						wr_ptr_next = wr_ptr + 1'b1;
						empty_next = 0;
						if (wr_ptr_next == rd_ptr)
							full_next = 1;
					end
			2'b00: ;  
		endcase
	end   
endmodule   
module reg_file #(parameter DATA_WIDTH=8, ADDR_WIDTH=2)
                (clk, w_data, w_en, w_addr, r_addr, r_data);
	input  logic clk, w_en;
	input  logic [ADDR_WIDTH-1:0] w_addr, r_addr;
	input  logic [DATA_WIDTH-1:0] w_data;
	output logic [DATA_WIDTH-1:0] r_data;
	logic [DATA_WIDTH-1:0] array_reg [0:2**ADDR_WIDTH-1];
	always_ff @(posedge clk)
	   if (w_en)
		   array_reg[w_addr] <= w_data;
	assign r_data = array_reg[r_addr];
endmodule   
module modified_fifo #(parameter DATA_WIDTH=32, ADDR_WIDTH=2, VECTOR_LEN=3)
            (clk, reset, rd, wr, empty, full, w_data, r_data);
	input  logic clk, reset, rd, wr;
	output logic empty, full;
	input  logic [DATA_WIDTH-1:0] w_data;
	output logic [DATA_WIDTH-1:0] r_data;
	logic [ADDR_WIDTH-1:0] w_addr, r_addr;
	logic w_en;
	assign w_en = wr & (~full | rd);
	fifo_ctrl #(ADDR_WIDTH,VECTOR_LEN) c_unit (.*);
	reg_file #(DATA_WIDTH, ADDR_WIDTH) r_unit (.*);
endmodule   

===== ./run.sh =====
#!/bin/bash
# OpenROAD 26Q1-2900-gdf79404cd8, Yosys 0.63+post, stock flow scripts
make -C /OpenROAD-flow-scripts/flow DESIGN_CONFIG=/design/flow/config.mk WORK_HOME=/design/flow/orfs finish

==> reports/qor.yml <==
finish:
  drive_gt1_frac: 0.205
  lay_top_cells: "edfxtp_1 (128), clkdlybuf4s50_1 (69), mux4_2 (32), clkbuf_16 (17), inv_1 (8)"
  utilization: 0.534
  largest_reg_flops: 128
  layout_top_cell: "edfxtp_1"
  syn_to_final_growth_pct: 27.9
synth:
  synth_cell_types: 25
  ys_sh_mux: 0.145
  synthCells: 221
  top_logic_kind: "multiplexers"
  adder_share: 0.0172
  yosysWarningCount: 2
  largest_area_cell: "edfxtp_1"
  syn-cell-area_um2: 5100
  ys_seq_frac: 0.785
  ys_chip_area_um2: 5100
  ys_sh_simple: 0.0140
  ys_sh_xor: 0.00687
  avgSynthCellArea_um2: 23.1
  yosys_cells: 221
  synthAoiAreaFrac: 0.0142
  top_area_frac: 0.754
  netlist_top_cells_area: "edfxtp_1 (75%), mux4_2 (14%), dfxtp_1 (3.1%), ha_1 (1.7%), buf_6 (0.66%)"
  ys_seq_elements: 136
die:
  ioPinCount: 70
  rows: 40
  die_w_um: 115
  die_h_um: 115
  core_area_um2: 12200
  die-area_um2: 13200
  fp_util: 0.418
final_timing:
  finalMaxSlewViolations: 0
  maxSlewHeadroom: 0.643
  worst_slew_pin_slew_ns: 0.535
  rsz0062_at_grt: "false"
  fmax_ghz: 0.269
  holdWs_ns: 0.541
  finalClockPeriodUsage: 0.640
  final-hold-violation-count: 0
  fin_setup_tns_ns: 0
  post-route-min-period_ns: 3.71
  setup_viol: 0
  worst_clock_skew_ns: 0.00707
power_and_ir_drop:
  ir_drop_v: 0.000216
  p_per_area_nw_per_um2: 363
  p_leak_nw: 2.12
  power_mw: 2.37
cts:
  tritoncts: "built"
  cts_root_buf: "clkbuf_16"
  cts.sinks: 136
  cts_setup_buffers: 0
  ctsResizeCount: 0
  h-tree-depth: 4
  clk_pin_slew_worst_paths_ns: 0.05
  hold_buffers: 0
  clk_path_buf_depth: 2
  clk-insertion-delay-late_ns: 0.40
  cts_inserted_buffers: 17
setup_path:
  r2r_start: "c_unit.full"
  cp_slowest_cell: "dfxtp_2"
  arrival_ns: 2.55
  start_kind: "flip-flop"
  path_class: "flip-flop to primary output"
  required_ns: 4.64
  end_kind: "primary output"
  max_stage_delay_ns: 0.67
  crit_chain: "buf_4 > mux4_2 > clkdlybuf4s50_1"
  critPathMaxFanout: 19
run:
  drv_cap: 0
  openroad.warnings: 30
placed_design:
  place_congestion: 0.837
  numPortBuffers: 69
  hpwl_um: 5140
drt:
  via_per_inst: 4.93
  routedWlPerCell_um: 17.4
  drtIter0Drc: 135
  vias: 2394
  ant_nets: 0
  drtPass1Iterations: 4
  wl_um: 8440
  drc_errors: 0
hold_path:
  holdCritPathClass: "flip-flop to flip-flop"
  hp-start: "c_unit.rd_ptr[0]"
grt:
  grt_pass1_wl_um: 12900
  antenna_found_initial: 0
  grt_max_degree: 25
  grt-ovfl-total: 0
  grt_pass1_vias: 2447
  grt_usage: 0.148
status:
  status: "finished clean"
==> cell families after synthesis <==
| logic type | after synthesis |
|---|---|
| xor gates and xnor gates | 4 |
| DFF | 136 |
| AOI/OAI and AO/OA | 11 |
| buffers and inverters | 16 |
| adders and majority gates | 7 |
| and+or+nand+nor | 13 |
| muxes | 34 |
==> layout make-up <==
class / count / area, um^2
multi-input combinational: 69 / 1010
antenna: 1 / 2.50
fill: 980 / 5690
clock buffer: 22 / 444
tap: 168 / 210
sequential: 136 / 4010
clock inverter: 7 / 80.1
inverter: 8 / 30.0
timing repair buffer: 75 / 736
==> stage by stage <==
stage,setup WS (ns),cell area [um^2],cells
2_1_floorplan,3.18,5100,221
3_3_place_gp,2.46,6000,456
3_5_place_dp,2.48,6000,456
4_1_cts,2.01,6520,485
5_1_grt,1.89,6520,485
6_report,2.09,6520,486
==> worst max-delay path: cells and delay by family, from the launching register on <==
kind	cells	cell delay (ns)
flip-flops	1	0.67
buffers and inverters	2	0.89
multiplexers	1	0.58
==> final timing paths <==
path,cells past startpoint,end,slack [ns]
setup / recovery,3,r_data[28],2.09
hold reg to reg,2,flip-flop,0.54
setup reg to reg,3,r_unit.array_reg[2][7],3.97
hold / removal,2,flip-flop,0.54
==> cell usage after synthesis <==
| cell type | n |
|---|---|
| inv_1 | 8 |
| a41oi_1 | 1 |
| a21oi_1 | 4 |
| a211oi_1 | 1 |
| nand3b_1 | 2 |
| buf_1 | 1 |
| dfxtp_1 | 8 |
| xor2_1 | 1 |
| ha_1 | 7 |
| xnor2_1 | 3 |
| o21ai_0 | 2 |
| mux2_2 | 1 |
| edfxtp_1 | 128 |
| a311oi_1 | 1 |
| or3_1 | 1 |
| nand2_1 | 2 |
| buf_6 | 3 |
| nand2b_1 | 1 |
| and2_1 | 4 |
| a32oi_1 | 1 |
| a211o_1 | 1 |
| mux4_2 | 32 |
| mux2i_1 | 1 |
| buf_2 | 4 |
| nor2_1 | 3 |
==> power breakdown <==
part / switching, mW / internal, mW / total (mW)
registers: 0.0249 / 1.14 / 1.17
logic: 0.0891 / 0.152 / 0.241
clock network: 0.341 / 0.617 / 0.957
total: 0.455 / 1.91 / 2.37
==> per-layer routing <==
| layer | routed length, um | vias up | global-route usage |
|---|---|---|---|
| met2 | 3950 | 124 | 0.210 |
| li1 | - | 1090 | - |
| met1 | 3490 | 1172 | 0.225 |
| met4 | 94 | 0 | 0.0165 |
| met5 | 0 | - | 0 |
| met3 | 906 | 8 | 0.0869 |
Power figures rest on the tool's default switching activity, not on a simulated workload.
